==> flow/design.v <==
package riscv_cpu_pkg;
  parameter ADDR_WIDTH = 5;
  parameter DATA_WIDTH = 32;
  parameter CSR_WIDTH  = 16;
  parameter CU_PC_BOOT    = 2'b00;
  parameter CU_PC_STALL   = 2'b01;
  parameter CU_PC_NEXT    = 2'b10;
  parameter BU_MUX_WIDTH = 2; 
  parameter BU_PC_NEXT   = 2'b00;
  parameter BU_PC_JAL    = 2'b01;
  parameter BU_PC_BRANCH = 2'b10;
  parameter OP_MSB     = 6;
  parameter OP_LSB     = 0;
  parameter FUNCT3_MSB = 14;
  parameter FUNCT3_LSB = 12;
  parameter FUNCT7_MSB = 31;
  parameter FUNCT7_LSB = 25;
  parameter REG_S1_MSB = 19;
  parameter REG_S1_LSB = 15;
  parameter REG_S2_MSB = 24;
  parameter REG_S2_LSB = 20;
  parameter REG_RD_MSB = 11;
  parameter REG_RD_LSB = 7;
  parameter IMM_MSB    = 31;
  parameter IMM_LSB    = 20;
  parameter IMM_NBITS = IMM_MSB - IMM_LSB + 1;
  parameter OPCODE_LUI       = 7'h37;
  parameter OPCODE_AUIPC     = 7'h17;
  parameter OPCODE_JAL       = 7'h6F;
  parameter OPCODE_JALR      = 7'h67;
  parameter OPCODE_BRANCH    = 7'h63;
  parameter OPCODE_LOAD      = 7'h03;
  parameter OPCODE_STORE     = 7'h23;
  parameter OPCODE_OP_IMM    = 7'h13;
  parameter OPCODE_OP        = 7'h33;
  parameter OPCODE_MISC_MEM  = 7'h0F;
  parameter OPCODE_SYSTEM    = 7'h73;
  parameter BEQ  = 3'b000;
  parameter BNE  = 3'b001;
  parameter BLT  = 3'b100;
  parameter BGE  = 3'b101;
  parameter BLTU = 3'b110;
  parameter BGEU = 3'b111;
  parameter LB   = 3'b000;
  parameter LH   = 3'b001;
  parameter LW   = 3'b010;
  parameter LBU  = 3'b100;
  parameter LHU  = 3'b101;
  parameter SB = 3'b000;
  parameter SH = 3'b001;
  parameter SW = 3'b010;
  parameter ADDI  = 3'b000;
  parameter SLTI  = 3'b010;
  parameter SLTIU = 3'b011;
  parameter XORI  = 3'b100;
  parameter ORI   = 3'b110;
  parameter ANDI  = 3'b111;
  parameter SLLI  = 3'b001;
  parameter SRI   = 3'b101;
  parameter ADD  = 3'b000;
  parameter SLL  = 3'b001;
  parameter SLT  = 3'b010;
  parameter SLTU = 3'b011;
  parameter XOR  = 3'b100;
  parameter SR   = 3'b101;
  parameter OR   = 3'b110;
  parameter AND  = 3'b111;
  parameter OP_A_REG   = 2'b00;
  parameter OP_A_IMM   = 2'b01;
  parameter OP_A_PC    = 2'b10;
  parameter OP_B_REG   = 0;
  parameter OP_B_IMM   = 1;
  parameter ALU_OP_WIDTH = 4;
  parameter ALU_ADD  = 4'b0000;
  parameter ALU_SUB  = 4'b0001;
  parameter ALU_XOR  = 4'b0010;
  parameter ALU_AND  = 4'b0011;
  parameter ALU_OR   = 4'b0100;
  parameter ALU_SLT  = 4'b0101;
  parameter ALU_SLTU = 4'b0110;
  parameter ALU_SLL  = 4'b0111;
  parameter ALU_SRL  = 4'b1000;
  parameter ALU_SRA  = 4'b1001;
  parameter IMM_MUX_WIDTH = 2;
  parameter IMM_Z     = 2'b00;
  parameter IMM_I     = 2'b01;
  parameter IMM_S     = 2'b10;
  parameter IMM_J     = 2'b11;
  parameter JAL_JUMP      = 0;
  parameter JAL_JUMPR     = 1;
  parameter CSR_CARRY    = 0;
  parameter CSR_OVERFLOW = 1;
  parameter CSR_SIGN     = 2;
  parameter CSR_ZERO     = 3;
  parameter NO_BRANCH         = 2'b00;
  parameter BRANCH_IF_EQUAL   = 2'b01;
  parameter BRANCH_IF_EQUAL_N = 2'b10;
  parameter BRANC_IF_SIGN     = 2'b11;
  parameter WDATA_MUX_WIDTH = 1;
  parameter WDATA_ALU = 1'b0;
  parameter WDATA_MEM = 1'b1;
  parameter JALR_RDATA_MUX_WIDTH = 1;
  parameter JALR_RDATA_REG = 1'b0;
  parameter JALR_RDATA_MEM = 1'b1;
  parameter ALU_DATA_A_MUX_WIDTH = 2;
  parameter ALU_DATA_A_REG = 2'b00;
  parameter ALU_DATA_A_MEM = 2'b01;
  parameter ALU_DATA_A_WB  = 2'b10;
  parameter ALU_DATA_B_MUX_WIDTH = 2;
  parameter ALU_DATA_B_REG = 2'b00;
  parameter ALU_DATA_B_MEM = 2'b01;
  parameter ALU_DATA_B_WB  = 2'b10;
typedef struct{
  logic  [ALU_OP_WIDTH-1:0] alu_op;
} ex_ctl_t;
typedef struct{
  logic             [1:0] branch_mux;
  logic                   mem_we;
} mem_ctl_t;
typedef struct{
  logic                        reg_we;
  logic  [WDATA_MUX_WIDTH-1:0] wdata_mux;
} wb_ctl_t;
typedef struct {
  logic  [DATA_WIDTH-1:0] imm;
  logic  [DATA_WIDTH-1:0] alu_data_a;
  logic  [DATA_WIDTH-1:0] alu_data_b;
  logic  [ADDR_WIDTH-1:0] reg_raddr_a;
  logic  [ADDR_WIDTH-1:0] reg_raddr_b;
  logic                   data_a_reg;   
  logic                   data_b_reg;   
  logic            [31:0] pc;
  logic            [31:0] branch_addr;
  logic  [DATA_WIDTH-1:0] mem_wdata;
  logic  [ADDR_WIDTH-1:0] dest_reg;
} id2ex_t;
typedef struct {
  logic            [31:0] pc;
  logic            [31:0] branch_addr;
  logic  [DATA_WIDTH-1:0] mem_wdata;
  logic  [ADDR_WIDTH-1:0] dest_reg;
  logic  [DATA_WIDTH-1:0] alu_result;
} ex2mem_t;
typedef struct {
  logic       [ADDR_WIDTH-1:0] dest_reg;
  logic       [DATA_WIDTH-1:0] alu_result;
  logic       [DATA_WIDTH-1:0] mem_data;
} mem2wb_t;
endpackage : riscv_cpu_pkg
module load_store_unit_simple import riscv_cpu_pkg::*;
#(
) (
  input  logic                   clk_i,
  input  logic                   rst_ni,
  output logic                   data_req_o,
  input  logic                   data_gnt_i,
  input  logic                   data_rvalid_i,
  output logic  [DATA_WIDTH-1:0] data_addr_o,
  output logic                   data_we_o,
  output logic             [3:0] data_be_o,
  output logic  [DATA_WIDTH-1:0] data_wdata_o,
  input  logic  [DATA_WIDTH-1:0] data_rdata_i,
  input  logic                   mem_we_i,          
  input  logic  [DATA_WIDTH-1:0] mem_wdata_i,       
  input  logic            [31:0] mem_addr_i,
  output logic  [DATA_WIDTH-1:0] mem_rdata_o       
);
  assign data_addr_o  = mem_addr_i;
  assign data_we_o    = mem_we_i;
  assign data_wdata_o = mem_wdata_i;
  assign data_be_o    = 4'hF;  
  assign data_req_o   = 1'b1;
  assign mem_rdata_o = data_rdata_i;
endmodule
module mem_branch_ctl import riscv_cpu_pkg::*;
#(
) (
  input  logic                  clk_i,
  input  logic                  rst_ni,
  input  logic           [31:0] pc_i,
  input  logic [DATA_WIDTH-1:0] alu_result_i,
  input  logic            [1:0] branch_mux_i,
  output logic                  taken_o
);
  logic flag_zero;
  logic flag_sign;
  assign flag_zero = (alu_result_i == 0) ? 1'b1 : 1'b0;
  assign flag_sign = alu_result_i[31];
  always_comb begin
    taken_o = 1'b0;
    unique case(branch_mux_i)
      NO_BRANCH:          taken_o = 1'b0;
      BRANCH_IF_EQUAL:    taken_o = flag_zero;
      BRANCH_IF_EQUAL_N:  taken_o = ~flag_zero;
      BRANC_IF_SIGN:      taken_o = flag_sign;
    endcase  
  end
endmodule
module mem_stage import riscv_cpu_pkg::*;
#(
) (
  input  logic                   clk_i,
  input  logic                   rst_ni,
  input  mem_ctl_t               mem_ctl_i,
  input  wb_ctl_t                wb_ctl_i,
  output wb_ctl_t                wb_ctl_o,
  input  ex2mem_t                mem_pipeline_i,
  output mem2wb_t                wb_pipeline_o,
  output logic            [31:0] branch_addr_o,
  output logic                   taken_o,
  output logic  [DATA_WIDTH-1:0] alu_result_o,   
  output logic  [ADDR_WIDTH-1:0] dest_reg_o,
  output logic                   reg_we_o,
  output logic  [WDATA_MUX_WIDTH-1:0] wb_mux_o,
  output logic                   data_req_o,
  input  logic                   data_gnt_i,
  input  logic                   data_rvalid_i,
  output logic  [DATA_WIDTH-1:0] data_addr_o,
  output logic                   data_we_o,
  output logic             [3:0] data_be_o,
  output logic  [DATA_WIDTH-1:0] data_wdata_o,
  input  logic  [DATA_WIDTH-1:0] data_rdata_i
);
  logic            [31:0] pc          ;
  logic             [1:0] branch_mux  ;
  logic            [31:0] branch_addr ;
  logic  [ADDR_WIDTH-1:0] dest_reg;
  logic  [DATA_WIDTH-1:0] alu_result;
  logic  [DATA_WIDTH-1:0] wdata;
  logic                   we;
  logic [31:0] b_pc;
  logic [DATA_WIDTH-1:0] b_alu_result;
  logic b_taken;
  logic [1:0] b_branch_mux;
  logic                   lsu_we;
  logic  [DATA_WIDTH-1:0] lsu_wdata;
  logic            [31:0] lsu_addr;
  logic  [DATA_WIDTH-1:0] lsu_rdata;
  wb_ctl_t wb_ctl_d;
  wb_ctl_t wb_ctl_q;
  mem2wb_t wb_pipeline_d;
  mem2wb_t wb_pipeline_q;
  load_store_unit_simple #(
  ) load_store_unit_simple_i (
    .clk_i                    ( clk_i          ),
    .rst_ni                   ( rst_ni         ),
    .data_req_o               ( data_req_o     ),
    .data_gnt_i               ( data_gnt_i     ),
    .data_rvalid_i            ( data_rvalid_i  ),
    .data_addr_o              ( data_addr_o    ),
    .data_we_o                ( data_we_o      ),
    .data_be_o                ( data_be_o      ),
    .data_wdata_o             ( data_wdata_o   ),
    .data_rdata_i             ( data_rdata_i   ),
    .mem_we_i                 ( lsu_we         ),
    .mem_wdata_i              ( lsu_wdata      ),
    .mem_addr_i               ( lsu_addr       ),
    .mem_rdata_o              ( lsu_rdata      )
  );
  mem_branch_ctl #(
  ) mem_branch_ctl_i (
    .clk_i              (clk_i),
    .rst_ni             (rst_ni),
    .pc_i               (b_pc),
    .alu_result_i       (b_alu_result),
    .branch_mux_i       (b_branch_mux),
    .taken_o            (b_taken)
  );
  assign pc            = mem_pipeline_i.pc;
  assign branch_addr   = mem_pipeline_i.branch_addr;
  assign wdata         = mem_pipeline_i.mem_wdata;
  assign dest_reg      = mem_pipeline_i.dest_reg;
  assign alu_result    = mem_pipeline_i.alu_result;  
  assign branch_mux    = mem_ctl_i.branch_mux;
  assign we            = mem_ctl_i.mem_we;
  assign b_pc          = pc;
  assign b_branch_mux  = branch_mux;
  assign b_alu_result  = alu_result;
  assign wb_ctl_d      = wb_ctl_i;
  assign wb_pipeline_d.dest_reg   = dest_reg;
  assign wb_pipeline_d.alu_result = alu_result;
  assign wb_pipeline_d.mem_data   = lsu_rdata;
  assign lsu_addr   = alu_result;
  assign lsu_wdata  = wdata;
  assign lsu_we     = we;
  always_ff @(posedge clk_i or negedge rst_ni) begin
    if(~rst_ni) begin
      wb_ctl_q          <= '{default: '0};
      wb_pipeline_q     <= '{default: '0};
    end else begin
      wb_ctl_q          <= wb_ctl_d;
      wb_pipeline_q     <= wb_pipeline_d;
    end
  end
  assign wb_ctl_o       = wb_ctl_q;
  assign wb_pipeline_o  = wb_pipeline_q;
  assign branch_addr_o  = branch_addr;
  assign taken_o        = b_taken;
  assign alu_result_o   = alu_result;
  assign dest_reg_o     = dest_reg;
  assign reg_we_o       = wb_ctl_i.reg_we;
  assign wb_mux_o       = wb_ctl_i.wdata_mux;
endmodule
==> flow/run.sh <==
#!/bin/bash
# OpenROAD 26Q1-2900-gdf79404cd8, Yosys 0.63+post, stock flow scripts
make -C /OpenROAD-flow-scripts/flow DESIGN_CONFIG=/design/flow/config.mk WORK_HOME=/design/flow/orfs finish
==> flow/config.mk <==
export PLATFORM = sky130hd
export DESIGN_NAME = mem_stage
export DESIGN_NICKNAME = mem_stage
export VERILOG_FILES = /design/flow/design.v
export SDC_FILE = /design/flow/constraint.sdc
export NUM_CORES = 4
export LEC_CHECK = 1
export CORE_AREA = 10 10 156 156
export DIE_AREA = 0 0 166 166
export SYNTH_HDL_FRONTEND = slang
==> flow/constraint.sdc <==
current_design mem_stage

set clk_period 2.7
set clk_io_pct 0.2

create_clock -name clk0 -period $clk_period [get_ports {clk_i}]

set non_clock_inputs [all_inputs -no_clocks]
set_input_delay [expr $clk_period * $clk_io_pct] -clock clk0 $non_clock_inputs
set_output_delay [expr $clk_period * $clk_io_pct] -clock clk0 [all_outputs]
==> flow_metrics.env <==
# implementation run metrics
export IMPL_run_status="finished clean"
export IMPL_power_density_mw_per_mm2=547
export IMPL_synthesis_area_per_instance_um2=12.9
export IMPL_finish_cell_count_without_fillers=630
export IMPL_synth_largest_area_cell="sky130_fd_sc_hd__dfrtp_1"
export IMPL_post_drt_wl_per_cell_um=17.3
export IMPL_critical_path_startpoint_type="input pin"
export IMPL_floorplan_io_pins=387
export IMPL_power_clock_fraction_pct=44.4
export IMPL_ys_flop_type="sky130_fd_sc_hd__dfrtp_1"
export IMPL_critical_path_peak_fanout=4
export IMPL_synthMostInstantiatedCell="sky130_fd_sc_hd__buf_4"
export IMPL_final_layout_size_suffix_gt1_share_pct=16.1
export IMPL_stage_log_warnings=59
export IMPL_cell_count_after_placement=614
export IMPL_core_mm2=0.0210
export IMPL_end_kind="primary output"
export IMPL_intPower_uw=2170
export IMPL_antenna_left=0
export IMPL_timing_final_max_slew_violations=0
export IMPL_drc=0
export IMPL_comb_power_share_pct=14.4
export IMPL_postRouteWirelength_um=10900
export IMPL_sw_frac_of_total_pct=21.0
export IMPL_groute_usage_overall_pct=7.70
export IMPL_setup_total_negative_slack_ns=0
export IMPL_clock_pin_slew_of_the_registers_on_the_worst_case_setup_and_hold_paths_ns=0.06
export IMPL_area_growth_pct=70.8
export IMPL_synth_flops=71
export IMPL_grt_antenna_before_repair=0
export IMPL_netlist_cell_type_count=10
export IMPL_synth_yosys_seq_area_share_pct=60.5
export IMPL_dpl_hpwl_um=9180
export IMPL_fmaxAchievable_mhz=375
export IMPL_synth_area_mm2=0.00294
export IMPL_cts_made_buffers=9
export IMPL_vias_in_the_first_global_route=2280
export IMPL_max_cap_violations=0
export IMPL_synth_edff_count=0
export IMPL_initialDrtViolationCount=50
export IMPL_ctsLongestPathBuffers=2
export IMPL_total_congestion_overflow=0
export IMPL_cp_required_ns=2.16
export IMPL_row_count=53
export IMPL_cts_tree="done"
export IMPL_grt_first_pass_wirelength_um=16300
export IMPL_critPathArrivalTime_ns=2.13
export IMPL_total_switching_power_uw=577
export IMPL_yosysChipArea_mm2=0.00294
export IMPL_fp_utilization_pct=14.0
export IMPL_synth_stat_cells=227
export IMPL_hold_viol=0
export IMPL_chipWidth_um=166
export IMPL_grt_setup_unrepaired="no"
export IMPL_pwr_share_seq_pct=41.2
export IMPL_hp_class="input pin to async pin"
export IMPL_synth_largest_type_area_fraction_pct=60.5
export IMPL_clock_root_buffer_master="sky130_fd_sc_hd__clkbuf_16"
export IMPL_antenna_diode_count=0
export IMPL_portBuffers=217
export IMPL_timing_setup_critical_path_class="input pin to primary output"
export IMPL_fp_dieArea_mm2=0.0276
export IMPL_total_via_count_in_the_routed_design=1905
export IMPL_ys_async_sr_fraction_pct=100
export IMPL_cts_setup_buffers=0
export IMPL_postLayoutCellArea_mm2=0.00502
export IMPL_cts_hold_repair_buffers=0
export IMPL_top_cells_by_count="sky130_fd_sc_hd__buf_4, sky130_fd_sc_hd__dfrtp_1, sky130_fd_sc_hd__nor4_1, sky130_fd_sc_hd__nand4_1, sky130_fd_sc_hd__nor4_2"
export IMPL_die_y_um=166
export IMPL_synthTopCellsByArea="sky130_fd_sc_hd__dfrtp_1, sky130_fd_sc_hd__buf_4, sky130_fd_sc_hd__nor4_1, sky130_fd_sc_hd__nor4_2, sky130_fd_sc_hd__nand4_1"
export IMPL_post_route_min_period_ns=2.67
export IMPL_setup_viol_count_final=0
export IMPL_nFillCells=2147
export IMPL_grt_max_degree=29
export IMPL_viasPerCell=3.02
export IMPL_postPlaceCellArea_mm2=0.00465
export IMPL_cts_htree_levels=3
export IMPL_peakVddDrop_uv=253
export IMPL_gp_congestion=0.818
export IMPL_ys_warnings_count=0
export IMPL_static_leakage_power_uw=0.00212
export IMPL_drt_pass1_iterations=6
export IMPL_tcrit_tclk_final_pct=98.8
export IMPL_postSynthCellCount=227
export IMPL_clkSinkCount=71
## critical path: stages
cell and delay, ns:
sky130_fd_sc_hd__dlygate4sd2_1 0.30, sky130_fd_sc_hd__nor4_4 0.34, sky130_fd_sc_hd__nand4_1 0.14, sky130_fd_sc_hd__buf_4 0.18, sky130_fd_sc_hd__o32a_1 0.29, sky130_fd_sc_hd__o21a_1 0.10, sky130_fd_sc_hd__dlygate4sd2_1 0.24
## layout by cell type, fill, tap and decap left out
master                              n
sky130_fd_sc_hd__clkdlybuf4s50_1  186
sky130_fd_sc_hd__dfrtp_1           71
sky130_fd_sc_hd__buf_4             33
sky130_fd_sc_hd__dlygate4sd2_1     18
sky130_fd_sc_hd__clkbuf_16          9
sky130_fd_sc_hd__dlymetal6s2s_1     8
sky130_fd_sc_hd__nor4_2             5
sky130_fd_sc_hd__conb_1             5
sky130_fd_sc_hd__clkdlybuf4s15_1    4
sky130_fd_sc_hd__nor4_4             3
sky130_fd_sc_hd__nand4_1            2
sky130_fd_sc_hd__clkinv_2           2
sky130_fd_sc_hd__clkbuf_8           2
sky130_fd_sc_hd__nor2_1             1
sky130_fd_sc_hd__nand2_1            1
sky130_fd_sc_hd__o32a_1             1
sky130_fd_sc_hd__o21a_1             1
sky130_fd_sc_hd__clkinv_4           1
sky130_fd_sc_hd__bufinv_16          1
sky130_fd_sc_hd__clkinvlp_4         1
## layer usage
layer  global-route usage, %  wire length [um]  vias to the layer above
met5                       0                 0                        -
met4                    2.85               449                        0
met3                    3.94              1320                       41
met2                    11.8              4970                      168
met1                    9.06              4190                      882
li1                        -                 -                      814
## worst max path at each step
stage	slack, ns	end	start	cells past startpoint
6_report	0.03	taken_o	mem_pipeline_i[19]	7
5_1_grt	0.005	taken_o	mem_pipeline_i[23]	7
4_1_cts	0.001	taken_o	mem_pipeline_i[19]	7
## cell type report
| class | instances | area (um2) | share of cell area [%] |
|---|---|---|---|
| Timing Repair Buffer | 249 | 2410 | 48.0 |
| Sequential cell | 71 | 1780 | 35.4 |
| Tap cell | 275 | 344 | 6.85 |
| Clock buffer | 11 | 253 | 5.03 |
| Multi-Input combinational cell | 19 | 183 | 3.64 |
| Clock inverter | 5 | 56.3 | 1.12 |
## registers in the layout, summed over array words and instances (netlist names)
name / count
wb_ctl_o: 2
wb_pipeline_o: 69
## timing repair
| item | 4_1_cts | 5_1_grt |
|---|---|---|
| pin swaps | 10 | 6 |
| endpoints found under the setup margin | 1 | 1 |
| resized | 31 | 12 |
## per-stage QoR
stage | total power, uW | utilization (%) | worst slack (ns) | hold slack, ns
global route | 2880 | 23.9 | 0.00505 | 0.147
global placement | 1560 | 22.1 | -0.573 | 0.488
detailed placement | 1560 | 22.1 | -0.482 | 0.505
floorplan | 1260 | - | 0.831 | 0.244
CTS | 2830 | 23.7 | 0.00128 | 0.130
finish | 2750 | 23.9 | 0.0337 | 0.130
## power groups by stage
stage,logic (uW),clock network [uW],registers [uW]
after CTS,410,1280,1130
after global routing,431,1320,1140
final,394,1220,1130
## cell families after synthesis
kind of cell	share of synthesized area, %
buffers and inverters	36.0
flip-flops	60.5
AND/OR/NAND/NOR	2.81
AND-OR/OR-AND	0.596
other	0.128
No activity file was given, so power comes from the tool's default toggle rates.
