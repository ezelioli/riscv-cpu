===== design/flow/config.mk =====
export PLATFORM = sky130hd
export DESIGN_NAME = ex_stage
export DESIGN_NICKNAME = ex_stage
export VERILOG_FILES = /design/flow/design.v
export SDC_FILE = /design/flow/constraint.sdc
export NUM_CORES = 4
export LEC_CHECK = 1
export CORE_AREA = 10 10 287 287
export DIE_AREA = 0 0 297 297
export SYNTH_HDL_FRONTEND = slang

===== design/flow/constraint.sdc =====
current_design ex_stage

set clk_period 1.0
set clk_io_pct 0.2

create_clock -name clk0 -period $clk_period [get_ports {clk_i}]

set non_clock_inputs [all_inputs -no_clocks]
set_input_delay [expr $clk_period * $clk_io_pct] -clock clk0 $non_clock_inputs
set_output_delay [expr $clk_period * $clk_io_pct] -clock clk0 [all_outputs]

===== design/flow/design.v =====
package riscv_cpu_pkg;
  parameter ADDR_WIDTH = 5;
  parameter DATA_WIDTH = 32;
  parameter CSR_WIDTH  = 16;
  parameter CU_PC_BOOT    = 2'b00;
  parameter CU_PC_STALL   = 2'b01;
  parameter CU_PC_NEXT    = 2'b10;
  parameter BU_MUX_WIDTH = 2; 
  parameter BU_PC_NEXT   = 2'b00;
  parameter BU_PC_JAL    = 2'b01;
  parameter BU_PC_BRANCH = 2'b10;
  parameter OP_MSB     = 6;
  parameter OP_LSB     = 0;
  parameter FUNCT3_MSB = 14;
  parameter FUNCT3_LSB = 12;
  parameter FUNCT7_MSB = 31;
  parameter FUNCT7_LSB = 25;
  parameter REG_S1_MSB = 19;
  parameter REG_S1_LSB = 15;
  parameter REG_S2_MSB = 24;
  parameter REG_S2_LSB = 20;
  parameter REG_RD_MSB = 11;
  parameter REG_RD_LSB = 7;
  parameter IMM_MSB    = 31;
  parameter IMM_LSB    = 20;
  parameter IMM_NBITS = IMM_MSB - IMM_LSB + 1;
  parameter OPCODE_LUI       = 7'h37;
  parameter OPCODE_AUIPC     = 7'h17;
  parameter OPCODE_JAL       = 7'h6F;
  parameter OPCODE_JALR      = 7'h67;
  parameter OPCODE_BRANCH    = 7'h63;
  parameter OPCODE_LOAD      = 7'h03;
  parameter OPCODE_STORE     = 7'h23;
  parameter OPCODE_OP_IMM    = 7'h13;
  parameter OPCODE_OP        = 7'h33;
  parameter OPCODE_MISC_MEM  = 7'h0F;
  parameter OPCODE_SYSTEM    = 7'h73;
  parameter BEQ  = 3'b000;
  parameter BNE  = 3'b001;
  parameter BLT  = 3'b100;
  parameter BGE  = 3'b101;
  parameter BLTU = 3'b110;
  parameter BGEU = 3'b111;
  parameter LB   = 3'b000;
  parameter LH   = 3'b001;
  parameter LW   = 3'b010;
  parameter LBU  = 3'b100;
  parameter LHU  = 3'b101;
  parameter SB = 3'b000;
  parameter SH = 3'b001;
  parameter SW = 3'b010;
  parameter ADDI  = 3'b000;
  parameter SLTI  = 3'b010;
  parameter SLTIU = 3'b011;
  parameter XORI  = 3'b100;
  parameter ORI   = 3'b110;
  parameter ANDI  = 3'b111;
  parameter SLLI  = 3'b001;
  parameter SRI   = 3'b101;
  parameter ADD  = 3'b000;
  parameter SLL  = 3'b001;
  parameter SLT  = 3'b010;
  parameter SLTU = 3'b011;
  parameter XOR  = 3'b100;
  parameter SR   = 3'b101;
  parameter OR   = 3'b110;
  parameter AND  = 3'b111;
  parameter OP_A_REG   = 2'b00;
  parameter OP_A_IMM   = 2'b01;
  parameter OP_A_PC    = 2'b10;
  parameter OP_B_REG   = 0;
  parameter OP_B_IMM   = 1;
  parameter ALU_OP_WIDTH = 4;
  parameter ALU_ADD  = 4'b0000;
  parameter ALU_SUB  = 4'b0001;
  parameter ALU_XOR  = 4'b0010;
  parameter ALU_AND  = 4'b0011;
  parameter ALU_OR   = 4'b0100;
  parameter ALU_SLT  = 4'b0101;
  parameter ALU_SLTU = 4'b0110;
  parameter ALU_SLL  = 4'b0111;
  parameter ALU_SRL  = 4'b1000;
  parameter ALU_SRA  = 4'b1001;
  parameter IMM_MUX_WIDTH = 2;
  parameter IMM_Z     = 2'b00;
  parameter IMM_I     = 2'b01;
  parameter IMM_S     = 2'b10;
  parameter IMM_J     = 2'b11;
  parameter JAL_JUMP      = 0;
  parameter JAL_JUMPR     = 1;
  parameter CSR_CARRY    = 0;
  parameter CSR_OVERFLOW = 1;
  parameter CSR_SIGN     = 2;
  parameter CSR_ZERO     = 3;
  parameter NO_BRANCH         = 2'b00;
  parameter BRANCH_IF_EQUAL   = 2'b01;
  parameter BRANCH_IF_EQUAL_N = 2'b10;
  parameter BRANC_IF_SIGN     = 2'b11;
  parameter WDATA_MUX_WIDTH = 1;
  parameter WDATA_ALU = 1'b0;
  parameter WDATA_MEM = 1'b1;
  parameter JALR_RDATA_MUX_WIDTH = 1;
  parameter JALR_RDATA_REG = 1'b0;
  parameter JALR_RDATA_MEM = 1'b1;
  parameter ALU_DATA_A_MUX_WIDTH = 2;
  parameter ALU_DATA_A_REG = 2'b00;
  parameter ALU_DATA_A_MEM = 2'b01;
  parameter ALU_DATA_A_WB  = 2'b10;
  parameter ALU_DATA_B_MUX_WIDTH = 2;
  parameter ALU_DATA_B_REG = 2'b00;
  parameter ALU_DATA_B_MEM = 2'b01;
  parameter ALU_DATA_B_WB  = 2'b10;
typedef struct{
  logic  [ALU_OP_WIDTH-1:0] alu_op;
} ex_ctl_t;
typedef struct{
  logic             [1:0] branch_mux;
  logic                   mem_we;
} mem_ctl_t;
typedef struct{
  logic                        reg_we;
  logic  [WDATA_MUX_WIDTH-1:0] wdata_mux;
} wb_ctl_t;
typedef struct {
  logic  [DATA_WIDTH-1:0] imm;
  logic  [DATA_WIDTH-1:0] alu_data_a;
  logic  [DATA_WIDTH-1:0] alu_data_b;
  logic  [ADDR_WIDTH-1:0] reg_raddr_a;
  logic  [ADDR_WIDTH-1:0] reg_raddr_b;
  logic                   data_a_reg;   
  logic                   data_b_reg;   
  logic            [31:0] pc;
  logic            [31:0] branch_addr;
  logic  [DATA_WIDTH-1:0] mem_wdata;
  logic  [ADDR_WIDTH-1:0] dest_reg;
} id2ex_t;
typedef struct {
  logic            [31:0] pc;
  logic            [31:0] branch_addr;
  logic  [DATA_WIDTH-1:0] mem_wdata;
  logic  [ADDR_WIDTH-1:0] dest_reg;
  logic  [DATA_WIDTH-1:0] alu_result;
} ex2mem_t;
typedef struct {
  logic       [ADDR_WIDTH-1:0] dest_reg;
  logic       [DATA_WIDTH-1:0] alu_result;
  logic       [DATA_WIDTH-1:0] mem_data;
} mem2wb_t;
endpackage : riscv_cpu_pkg
module alu import riscv_cpu_pkg::*;
#(
) (
  input  logic  [DATA_WIDTH-1:0] 		data_a_i,
  input  logic  [DATA_WIDTH-1:0] 		data_b_i,
  input  logic  [ALU_OP_WIDTH-1:0]  op_i,
  output logic  [DATA_WIDTH-1:0] 		data_o
);
always_comb begin
	data_o = '0;
	unique case(op_i)
    ALU_ADD:  data_o = data_a_i + data_b_i;
    ALU_SUB:  data_o = data_a_i - data_b_i;
    ALU_XOR:  data_o = data_a_i ^ data_b_i;
		ALU_AND:  data_o = data_a_i & data_b_i;
    ALU_OR :  data_o = data_a_i | data_b_i;
    ALU_SLT:  data_o = (data_a_i - data_b_i) < 0 ? 1 : 0;
    ALU_SLTU: data_o = (data_a_i - data_b_i) < 0 ? 1 : 0;
    ALU_SLL:  data_o = data_a_i << data_b_i[4:0];
    ALU_SRL:  data_o = data_a_i >> data_b_i[4:0];
    ALU_SRA:  data_o = data_a_i >> data_b_i[4:0];
	endcase
end
endmodule : alu
module ex_stage import riscv_cpu_pkg::*;
#(
) (
  input  logic                   clk_i,     
  input  logic                   rst_ni,    
  input  ex_ctl_t                 ex_ctl_i,
  input  mem_ctl_t                mem_ctl_i,
  input  wb_ctl_t                 wb_ctl_i,
  output mem_ctl_t                mem_ctl_o,
  output wb_ctl_t                 wb_ctl_o,
  input  logic                    branch_taken_i,
  input  logic                    clear_ex_i,
  input  id2ex_t                 ex_pipeline_i,
  output ex2mem_t                mem_pipeline_o,
  input  logic [DATA_WIDTH-1:0] alu_result_i,
  input  logic [DATA_WIDTH-1:0] mem_data_i,
  input logic  [ALU_DATA_A_MUX_WIDTH-1:0] alu_data_a_mux_i,
  input logic  [ALU_DATA_B_MUX_WIDTH-1:0] alu_data_b_mux_i,
  output logic  [ADDR_WIDTH-1:0] reg_raddr_a_o,
  output logic  [ADDR_WIDTH-1:0] reg_raddr_b_o,
  output logic                   data_a_reg_o,
  output logic                   data_b_reg_o,
  output logic  [ADDR_WIDTH-1:0] dest_reg_o,
  output logic                   reg_we_o
);
  logic  [DATA_WIDTH-1:0] alu_data_a;
  logic  [DATA_WIDTH-1:0] alu_data_b;
  logic  [ALU_OP_WIDTH-1:0] alu_op;
  logic [DATA_WIDTH-1:0] alu_result;
  mem_ctl_t mem_ctl_d;
  mem_ctl_t mem_ctl_q;
  wb_ctl_t wb_ctl_d;
  wb_ctl_t wb_ctl_q;
  ex2mem_t mem_pipeline_d;
  ex2mem_t mem_pipeline_q;
  assign reg_raddr_a_o = ex_pipeline_i.reg_raddr_a;
  assign reg_raddr_b_o = ex_pipeline_i.reg_raddr_b;
  assign data_a_reg_o  = ex_pipeline_i.data_a_reg;
  assign data_b_reg_o  = ex_pipeline_i.data_b_reg;
  assign alu_op     = ex_ctl_i.alu_op;
  assign mem_pipeline_d.pc          = (branch_taken_i == 1'b0 && clear_ex_i == 1'b0) ? ex_pipeline_i.pc : '0;
  assign mem_pipeline_d.branch_addr = (branch_taken_i == 1'b0 && clear_ex_i == 1'b0) ? ex_pipeline_i.branch_addr : '0;
  assign mem_pipeline_d.mem_wdata   = (branch_taken_i == 1'b0 && clear_ex_i == 1'b0) ? ex_pipeline_i.mem_wdata : 32'b0;
  assign mem_pipeline_d.dest_reg    = (branch_taken_i == 1'b0 && clear_ex_i == 1'b0) ? ex_pipeline_i.dest_reg : '{ADDR_WIDTH{1'b0}};
  assign mem_pipeline_d.alu_result  = (branch_taken_i == 1'b0 && clear_ex_i == 1'b0) ? alu_result : 32'b0;
  assign mem_ctl_d = (branch_taken_i == 1'b0 && clear_ex_i == 1'b0) ? mem_ctl_i : '{NO_BRANCH, 1'b0};
  assign wb_ctl_d  = (branch_taken_i == 1'b0 && clear_ex_i == 1'b0) ? wb_ctl_i  : '{1'b0, WDATA_ALU};
  always_comb begin
    unique case(alu_data_a_mux_i)
      ALU_DATA_A_REG: alu_data_a = ex_pipeline_i.alu_data_a;
      ALU_DATA_A_MEM: alu_data_a = alu_result_i;
      ALU_DATA_A_WB : alu_data_a = mem_data_i;
    endcase
    unique case(alu_data_b_mux_i)
      ALU_DATA_B_REG: alu_data_b = ex_pipeline_i.alu_data_b;
      ALU_DATA_B_MEM: alu_data_b = alu_result_i;
      ALU_DATA_B_WB : alu_data_b = mem_data_i;
    endcase
  end
  alu #(
  ) alu_i (
    .data_a_i     (alu_data_a),
    .data_b_i     (alu_data_b),
    .op_i         (alu_op),
    .data_o       (alu_result)
  );
  always_ff @(posedge clk_i or negedge rst_ni) begin
    if(~rst_ni) begin
      mem_ctl_q      <= '{default: '0};
      wb_ctl_q       <= '{default: '0};
      mem_pipeline_q <= '{default: '0};
    end else begin
      mem_ctl_q         <= mem_ctl_d;
      wb_ctl_q          <= wb_ctl_d;
      mem_pipeline_q    <= mem_pipeline_d;
    end
  end
  assign mem_ctl_o      = mem_ctl_q;
  assign wb_ctl_o       = wb_ctl_q;
  assign mem_pipeline_o = mem_pipeline_q;
  assign dest_reg_o     = ex_pipeline_i.dest_reg;
  assign reg_we_o       = wb_ctl_i.reg_we;
endmodule : ex_stage

===== design/flow/run.sh =====
#!/bin/bash
# OpenROAD 26Q1-2900-gdf79404cd8, Yosys 0.63+post, stock flow scripts
make -C /OpenROAD-flow-scripts/flow DESIGN_CONFIG=/design/flow/config.mk WORK_HOME=/design/flow/orfs finish

==> flow_summary.ini <==
; yosys + openroad results
[status]
status = complete, but fails checks
violations = negative setup slack

[sta]
hold_viol_final = 0
setup_tns_ps = -105870
fmax_mhz = 272
period_used_pct = 367
rsz0062_at_grt = yes
setup_violations = 243
relSlewSlack_pct = 52.2
tightest_slew_ps = 717
slew_violations = 0
setup_slack_ps = -2670
final.min_clock_period_ps = 3670

[die]
coreArea_um2 = 75900
die_x_um = 297
fp_util_pct = 17.0
dieArea_um2 = 88200
ioPinCount = 446
rows = 101
die_y_um = 297

[yosys]
synth.distinct_cells = 75
synth_warnings = 0
numSynthFlops = 138
synthFlopType = dfrtp_1
top_cell_area_share_pct = 26.8
area_leaders = dfrtp_1, ha_1, mux2i_1
ys_cells = 1492
ys_area_um2 = 12900
edf_count = 0
synth_area_per_cell_um2 = 8.63
syn_area_um2 = 12900
top_area_cell = dfrtp_1
async_flop_share_pct = 100
ys_seq_share_pct = 26.8
syn_inst = 1492

[worst_setup_path]
path_depth = 19
crit_buf_inv = 4
start_kind = input pin
crit_path_end_kind = flop
worstPathRequired_ps = 1320
cp_cell_sequence = buf_12 -> buf_6 -> ha_4 -> a22oi_2 -> o21a_1 -> inv_2 -> or3_4 -> nor4_4 -> nor2_1 -> xnor2_1 -> ha_1 -> a21oi_1 -> o21ai_1 -> a221o_1 -> a21bo_2 -> buf_6 -> a221oi_4 -> xor2_2 -> a211oi_2
cp.arrival_ps = 3990
cp_common_cell = buf_6
slowest_delay_ps = 410
startpoint = alu_data_b_mux_i[0]
critPathSlowestCell = or3_4
path_max_fanout = 7
crit_family = AND-OR/OR-AND gates
critical_path_class = input pin to flop

[clock_tree]
cts_tree = yes
numCtsBuffers = 17
cts_buffer_depth = 2
clkSlewWorstSetupHoldPaths_ps = 70
clock-sinks = 138
clockRootBuffer = clkbuf_16
htreeDepth = 4

[power]
p_leak_uw = 0.0112
p_comb_share_pct = 61.9
p_per_area_nw_per_um2 = 1410
power_uw = 33800
swShare_pct = 38.2
switchingPower_uw = 12900
seqPwrFrac_pct = 17.9
ir_drop_uv = 1190
clockPowerShare_pct = 20.2
internal_power_uw = 20900

[hold_path]
holdPathStages = 2
hp-class = input pin to flop
min_from = ex_pipeline_i[4]

[placed_design]
hpwl_mm = 55.7
io_buffers = 389
gp_congestion = 1.01

[route]
vias = 14968
dr.first_iter.drc_count = 811
drtAntennaViolNets = 0
first_pass_iters = 6
post_drt_wl_per_cell_um = 20.4
antenna_cells = 0
routed_wl_mm = 69.0
drc = 0
via_per_inst = 4.42

[final_layout]
syn_to_final_growth_pct = 85.6
fillerInstances = 7767
drive_above_1_share_pct = 44.6

[global_route]
grt.total_usage_pct = 15.1
grt_pass1_wl_mm = 99.2
grt_overflow_total = 0
antenna_found_initial = 4
grt_max_degree = 51
grt_pass1_vias = 14839

[job]
drv_cap = 0
warning_count = 102
[power by group through the flow]
stage / combinational, uW / clock [uW] / sequential, uW
CTS: 19100 / 7110 / 6050
global route: 22300 / 7310 / 6070
finish: 20900 / 6820 / 6040
[synthesized netlist by cell type (50+ instances only)]
library cell  number
mux2i_1           82
a221o_1           50
and2_1           112
dfrtp_1          138
clkbuf_1          51
mux2_2            61
ha_1             107
inv_1             76
o21ai_0           84
a21oi_1           95
nor2_1            66
nand2_1          117
[cell type report]
cell class / instances / area, um^2 / share of cell area (%)
Multi-Input combinational cell: 1153 / 9980 / 41.7
Timing Repair Buffer: 955 / 8240 / 34.5
Sequential cell: 138 / 3460 / 14.5
Tap cell: 1030 / 1290 / 5.39
Clock buffer: 18 / 429 / 1.80
Inverter: 79 / 315 / 1.32
Clock inverter: 13 / 190 / 0.795
[cell families (layout without fill, tap and decap cells)]
group / after synthesis / count (layout) / share of synthesized area (%)
adder cells (fa/ha/maj): 108 / 108 / 10.6
buffers and inverters: 201 / 1065 / 7.14
XOR/XNOR: 62 / 62 / 4.22
AND-OR/OR-AND: 461 / 461 / 24.2
multiplexers: 148 / 148 / 12.5
AND/OR/NAND/NOR: 374 / 374 / 14.6
flip-flops: 138 / 138 / 26.8
[cells in the final DEF (no fill, tap or decap), types with 21 or more instances in the layout]
master,count
mux2_2,47
and2_1,109
mux2i_1,65
buf_12,26
nor2_1,55
buf_4,479
ha_1,95
o21ai_0,52
nand3_1,21
buf_2,126
a221o_1,50
a21oi_1,52
inv_1,71
a211oi_1,32
nand2_1,106
a21oi_2,36
o21ai_1,39
buf_6,64
dfrtp_1,132
clkdlybuf4s50_1,226
xnor2_1,34
o21ai_2,26
[per-stage QoR]
stage	instances	util [%]	worst slack, ps	hold slack, ps	area [um^2]
2_1_floorplan	1492	-	-2980	-95.6	13100
3_3_place_gp	3282	28.4	-3980	100	21600
3_5_place_dp	3282	28.4	-3970	89.5	21600
4_1_cts	3348	30.0	-2600	58.3	22800
5_1_grt	3386	31.5	-2820	31.1	23900
6_report	3386	31.5	-2670	21.9	23900
[final timing paths]
path	endpoint
setup / recovery	mem_pipeline_o[23]
hold / removal	mem_pipeline_o[36]
max in group asynchronous	mem_pipeline_o[21]
min in group asynchronous	mem_pipeline_o[18]
[what timing repair did]
action / CTS / global route
endpoints found under the setup margin: 278 / 304
gates resized: 697 / 181
hold endpoints to repair: 138 / 76
cloned: 5 / 1
pin swaps: 103 / 143
buffers inserted: 33 / 50
hold buffers: 6 / 1
[per-layer routing]
metal	share of wire, %	global-route usage, %
met3	9.1	4.78
met2	45	24.1
met5	0.029	0
met4	3.4	3.48
met1	42	19.8
[registers in the layout, indices dropped and copies added (netlist names)]
| register | flops |
|---|---|
| mem_ctl_o | 3 |
| mem_pipeline_o | 133 |
| wb_ctl_o | 2 |
